==> flow/config.mk <==
export PLATFORM = sky130hd
export DESIGN_NAME = pyjamask96
export DESIGN_NICKNAME = pyjamask96
export VERILOG_FILES = /design/flow/design.v
export SDC_FILE = /design/flow/constraint.sdc
export NUM_CORES = 4
export LEC_CHECK = 1
export CORE_UTILIZATION = 40
==> flow/design.v <==
`timescale 1ns/1ps
module pyjamask96(
    input clk,
    input reset_n,
    input load,
    input start,
    input [7:0] byte_in,
    input [7:0] byte_key_in,
    output reg valid,
    output reg [7:0] byte_out 
    );
    localparam [3:0]  
        IDLE =              4'd0,
        LOAD_STATES =       4'd1,
        PYJAMASK_RND =      4'd2,
        ADD_RND_KEY =       4'd3,
        SUB_BYTES =         4'd4,
        MIX_ROWS =          4'd5,
        FINAL_RND =         4'd6,
        OUT =               4'd7,
        DONE =              4'd8;
    reg [0:95] state;
    reg [0:127] key_state;
    reg [2:0] curr_state, next_state;
    reg load_key_and_state;
    reg load_key;
    reg add_rnd_key;
    reg sub_byte;
    reg mix_row;
    reg ks_mix_col;
    reg ks_mix_and_rot;
    reg ks_add_const;
    reg rst;  
    reg out;  
    reg [3:0] round_count;
    reg [4:0] byte_count;
    always @(posedge clk or negedge reset_n) begin
        if(!reset_n) curr_state <= IDLE;
        else curr_state <= next_state;       
    end
    always@(*) begin
        case(curr_state)
            IDLE: begin
                if(load) begin
                    load_key_and_state = 1;
                    load_key           = 0;
                    add_rnd_key        = 0;
                    sub_byte           = 0;
                    mix_row            = 0;
                    ks_mix_col         = 0;
                    ks_mix_and_rot     = 0;
                    ks_add_const       = 0;
                    rst                = 0;
                    out                = 0;  
                    next_state         = LOAD_STATES;
                end
                else begin
                    load_key_and_state = 0;
                    load_key           = 0;
                    add_rnd_key        = 0;
                    sub_byte           = 0;
                    mix_row            = 0;
                    ks_mix_col         = 0;
                    ks_mix_and_rot     = 0;
                    ks_add_const       = 0;
                    rst                = 0;
                    out                = 0;                
                    next_state         = IDLE;
                end
            end
            LOAD_STATES: begin
                if(start) begin
                    load_key_and_state = 0;
                    load_key           = 0;
                    add_rnd_key        = 0;
                    sub_byte           = 0;
                    mix_row            = 0;
                    ks_mix_col         = 0;
                    ks_mix_and_rot     = 0;
                    ks_add_const       = 0;
                    rst                = 0;
                    out                = 0; 
                    next_state         = PYJAMASK_RND;
                end
                else begin
                    load_key_and_state = (byte_count <= 5'hb) ? 1 : 0;
                    load_key           = (byte_count >= 5'hb & byte_count <= 5'hf) ? 1 : 0;
                    add_rnd_key        = 0;
                    sub_byte           = 0;
                    mix_row            = 0;
                    ks_mix_col         = 0;
                    ks_mix_and_rot     = 0;
                    ks_add_const       = 0;
                    rst                = 0;
                    out                = 0;                   
                    next_state         = LOAD_STATES;
                end
            end
            PYJAMASK_RND: begin
                if(round_count == 14) begin
                    load_key_and_state     = 0;
                    load_key               = 0;
                    add_rnd_key            = 1;
                    sub_byte               = 0;
                    mix_row                = 0;
                    ks_mix_col             = 0;
                    ks_mix_and_rot         = 0;
                    ks_add_const           = 0;
                    rst                    = 1;
                    out                    = 0;               
                    next_state             = FINAL_RND;
                end
                else begin
                    load_key_and_state     = 0;
                    load_key               = 0;
                    add_rnd_key            = 1;
                    sub_byte               = 0;
                    mix_row                = 0;
                    ks_mix_col             = 1;
                    ks_mix_and_rot         = 0;
                    ks_add_const           = 0;
                    rst                    = 0;
                    out                    = 0;               
                    next_state             = ADD_RND_KEY;
                end
            end
            ADD_RND_KEY: begin
                load_key_and_state     = 0;
                load_key               = 0;
                add_rnd_key            = 0;
                sub_byte               = 1;
                mix_row                = 0;
                ks_mix_col             = 0;
                ks_mix_and_rot         = 1;
                ks_add_const           = 0;
                rst                    = 0;
                out                    = 0;                 
                next_state             = SUB_BYTES;
            end
            SUB_BYTES: begin
                load_key_and_state     = 0;
                load_key               = 0;
                add_rnd_key            = 0;
                sub_byte               = 0;
                mix_row                = 1;
                ks_mix_col             = 0;
                ks_mix_and_rot         = 0;
                ks_add_const           = 1;
                rst                    = 0;
                out                    = 0;   
                next_state             = MIX_ROWS;
            end
            MIX_ROWS: begin
                load_key_and_state     = 0;
                load_key               = 0;
                add_rnd_key            = 0;
                sub_byte               = 0;
                mix_row                = 0;
                ks_mix_col             = 0;
                ks_mix_and_rot         = 0;
                ks_add_const           = 0;
                rst                    = 0;
                out                    = 0;                 
                next_state             = PYJAMASK_RND;
            end
            FINAL_RND: begin
                load_key_and_state     = 0;
                load_key               = 0;
                add_rnd_key            = 0;
                sub_byte               = 0;
                mix_row                = 0;
                ks_mix_col             = 0;
                ks_mix_and_rot         = 0;
                ks_add_const           = 0;
                rst                    = 0;
                out                    = 1;   
                next_state             = OUT;
            end
            OUT: begin
                if(byte_count == 4'd12) begin
                    load_key_and_state     = 0;
                    load_key               = 0;
                    add_rnd_key            = 0;
                    sub_byte               = 0;
                    mix_row                = 0;
                    ks_mix_col             = 0;
                    ks_mix_and_rot         = 0;
                    ks_add_const           = 0;
                    rst                    = 1;
                    out                    = 0; 
                    next_state             = DONE;
                end
                else begin
                    load_key_and_state     = 0;
                    load_key               = 0;
                    add_rnd_key            = 0;
                    sub_byte               = 0;
                    mix_row                = 0;
                    ks_mix_col             = 0;
                    ks_mix_and_rot         = 0;
                    ks_add_const           = 0;
                    rst                    = 0;
                    out                    = 1;     
                    next_state             = OUT;
                end
            end
            DONE: begin
                load_key_and_state     = 0;
                load_key               = 0;
                add_rnd_key            = 0;
                sub_byte               = 0;
                mix_row                = 0;
                ks_mix_col             = 0;
                ks_mix_and_rot         = 0;
                ks_add_const           = 0;
                rst                    = 0;
                out                    = 0; 
                next_state             = IDLE;
            end
        endcase
    end
    always@(posedge clk) begin
        if(!reset_n) begin
            state <= 96'b0;
            round_count <= 4'b0;
        end
        if(rst) begin
            round_count <= 4'b0;
        end
        if(add_rnd_key) begin
            state <= state ^ key_state[0:95];
        end
        else if(load_key_and_state) begin
            state <= (state << 8) | byte_in;
        end
        else if(sub_byte) begin
            state <= sub_bytes_96(state);
        end
        else if(mix_row) begin
            state[0:31] <= mat_mult(32'ha3861085, state[0:31]);
            state[32:63] <= mat_mult(32'h63417021, state[32:63]);
            state[64:95] <= mat_mult(32'h692cf280, state[64:95]);
            round_count <= round_count + 1;
        end
    end
    always@(posedge clk) begin
        if(!reset_n) begin
            byte_count <= 5'b0;
            valid <= 0;
        end
        if(rst) begin
            byte_count <= 5'b0;
            valid <= 0;
        end
        else if(load_key) begin
            byte_count <= byte_count + 1;
        end
        else if(load_key_and_state) begin
            byte_count <= byte_count + 1;
        end
        else if(out) begin
            valid <= 1;
            byte_out <= state >> (8*byte_count);
            byte_count <= byte_count + 1;
        end
    end
    function [0:95] sub_bytes_96 (input [0:95] state);
        reg [0:31] s0, s1, s2;
        begin
            s0 = state[0:31];
            s1 = state[32:63];
            s2 = state[64:95];
            s0 = s0 ^ s1;
            s1 = s1 ^ s2;
            s2 = s2 ^ (s0 & s1);
            s0 = s0 ^ (s1 & s2);
            s1 = s1 ^ (s0 & s2);
            s2 = s2 ^ s0;
            s0 = s0 ^ s1;
            s2 = ~s2;
            s0 = s0 ^ s1;
            s1 = s1 ^ s0;
            s0 = s0 ^ s1;
            sub_bytes_96 = {s0, s1, s2};
        end
    endfunction
    function [0:31] mat_mult (input [0:31] mat_col, input [0:31] vec);
        integer i;
        reg [0:31] mask, res, tmp_mat_col;
        begin
            mask = 32'b0;
            res = 32'b0;
            tmp_mat_col = mat_col;
            for(i=31; i>=0; i=i-1) begin
                mask = -((vec >> i) & 1);
                res = res ^ (mask & tmp_mat_col);
                tmp_mat_col = {tmp_mat_col[31], tmp_mat_col[0:30]};
            end
            mat_mult = res;
        end
    endfunction
    always@(posedge clk) begin
        if(!reset_n) begin
            key_state <= 128'b0;
        end
        else if(load_key_and_state) begin
            key_state <= (key_state << 8) | byte_key_in;
        end
        else if(load_key) begin
            key_state <= (key_state << 8) | byte_key_in;
        end
        else if(ks_mix_col) begin
            key_state <= ks_mix_columns(key_state);
        end
        else if(ks_mix_and_rot) begin
            key_state <= ks_mix_and_rotate_rows(key_state);
        end
        else if(ks_add_const) begin
            key_state <= ks_add_constant(key_state, round_count);
        end
    end
    function [0:127] ks_mix_columns (input [0:127] key_state);
        reg [0:127] temp;
        reg [0:31] k0, k1, k2, k3;
        begin
            k0 = key_state[0:31];
            k1 = key_state[32:63];
            k2 = key_state[64:95];
            k3 = key_state[96:127];
            temp = k0 ^ k1 ^ k2 ^ k3;
            k0 = k0 ^ temp;
            k1 = k1 ^ temp;
            k2 = k2 ^ temp;
            k3 = k3 ^ temp;
            ks_mix_columns = {k0, k1, k2, k3};
        end
    endfunction
    function [0:127] ks_mix_and_rotate_rows(input [0:127] key_state);
        reg [0:31] k0, k1, k2, k3;
        begin
            k0 = key_state[0:31];
            k1 = key_state[32:63];
            k2 = key_state[64:95];
            k3 = key_state[96:127];
            k0 = mat_mult(32'hb881b9ca, k0);
            k1 = (k1 >> 8) | (k1 << (32 - 8));
            k2 = (k2 >> 15) | (k2 << (32 - 15));
            k3 = (k3 >> 18) | (k3 << (32 - 18));
            ks_mix_and_rotate_rows = {k0 ,k1, k2, k3};
        end
    endfunction
    function [0:127] ks_add_constant( input [0:127] key_state, input[3:0] ctr);
        reg [0:31] k0, k1, k2, k3;
        begin
            k0 = key_state[0:31];
            k1 = key_state[32:63];
            k2 = key_state[64:95];
            k3 = key_state[96:127];
            k0 = k0 ^ 32'h00000080 ^ ctr;
            k1 = k1 ^ 32'h00006a00;
            k2 = k2 ^ 32'h003f0000;
            k3 = k3 ^ 32'h24000000;
            ks_add_constant = {k0, k1, k2, k3};
        end
    endfunction
endmodule
==> flow/run.sh <==
#!/bin/bash
# OpenROAD 26Q1-2900-gdf79404cd8, Yosys 0.63+post, stock flow scripts
make -C /OpenROAD-flow-scripts/flow DESIGN_CONFIG=/design/flow/config.mk WORK_HOME=/design/flow/orfs finish
==> flow/constraint.sdc <==
current_design pyjamask96

set clk_period 18.5
set clk_io_pct 0.2

create_clock -name clk0 -period $clk_period [get_ports {clk}]

set non_clock_inputs [all_inputs -no_clocks]
set_input_delay [expr $clk_period * $clk_io_pct] -clock clk0 $non_clock_inputs
set_output_delay [expr $clk_period * $clk_io_pct] -clock clk0 [all_outputs]
==> out/results.txt <==
clock period minus final worst setup slack = 6590 ps
via count of the first global-routing pass = 21100
number of setup violations in the final report = 0
classification of the worst-slack hold path = reg2reg
Slew @ Worst Pin = 923 ps
Syn. warnings = 1
ratio of cells with drive above 1 in the final layout = 0.0913
Final Skew = 23.4 ps
Detailed Route Iter0 Violations = 2707
number of logged tool warnings = 27
TritonCTS Buffers = 31
count of state elements after synthesis = 250
number of buffers on the longest clock path = 3
CTS Hold Bufs = 0
PostCTS Resize Cnt = 0
clock transition at the registers of the reported paths = 60 ps
largest fanout of any net on the critical path = 46
Post-CTS Setup Bufs = 0
count of endpoints failing hold in the final timing report = 0
Period Utilization, post-route = 0.356
length of the first detailed-routing pass in iterations = 9
reg-to-reg endpoint = state[52]
cells after synthesis = 2929
number of remaining DRC errors = 0
number of distinct library cells after synthesis = 74
Mapped Avg Cell Area = 9.10 um2
htree depth = 1
initial antenna violation count = 1
synthesis area per yosys = 26700 um2
endpoint of the worst hold-timing path = curr_state[5]
Synth-to-Final Area Change = 6.02%
final standard cell count with taps included and fillers excluded = 3615
total standard cell area after synthesis = 26700 um2
Top Layout Cells = sky130_fd_sc_hd__xnor2_1 (723), sky130_fd_sc_hd__xor2_1 (263), sky130_fd_sc_hd__nor2_1 (233), sky130_fd_sc_hd__nand2_1 (174), sky130_fd_sc_hd__dfxtp_1 (137)
CTS sink count = 250
number of standard-cell rows in the floorplan = 94
tightest slew margin relative to the limit = 0.383
setup repair after global routing missed its margin = false
peak clock frequency supported by timing = 152 MHz
total global routing track utilization = 0.324
floorplan-stage core utilization = 0.405
pin count of the biggest net entering global routing = 77
root buffer cell = sky130_fd_sc_hd__clkbuf_16
RD Place Congestion = 1.03
antenna viol nets, final = 0
die height = 260 um
CTS tree = built
Congestion Overflow GR = 0
filler cell count = 6231
post-DP HPWL = 73.7 mm
CP required = 18860 ps
data arrival time of the critical path = 6940 ps
port bufs = 28
kind of critical path = in2reg
hold path depth = 0
overall die area = 67700 um2
total vias in the final route = 22300
number of cells in the yosys synthesis report = 2929
pins over their slew limit = 0
post-synthesis cell type with the largest combined area = sky130_fd_sc_hd__xnor2_1
Placed Cells = 3556
area of the core region = 65900 um2
sum of negative setup slack = 0 ps
sum of routed wire length over all layers = 106 mm
status = finished clean
startpoint of the most critical register-to-register path = byte_count[0]
width of the chip = 260 um
area fraction of the dominant cell type after synthesis = 0.237
capturing element type of the critical path = flip-flop
number of placed I/O pins = 29
global-route wire length before repair = 153 mm
element type at the critical path start = input pin
register area share after synthesis = 0.228
# Max-Cap Violations = 0
R2R Setup Slk = 14150 ps
detailed-route wire length per cell = 29.4 um
most common cell after layout, fill and taps aside = sky130_fd_sc_hd__xnor2_1
length in cells of the worst reg-to-reg path = 10
worst hold start = curr_state[1]
routed via count divided by cell count = 6.16
share of async-settable or async-resettable flops after synthesis = 0.0320
primary flip-flop cell chosen by synthesis mapping = sky130_fd_sc_hd__dfxtp_1
count of library flops with an enable pin = 104
clock insertion delay at the later pin of the skew report = 620 ps
top cells by area, synth = sky130_fd_sc_hd__xnor2_1 (24%), sky130_fd_sc_hd__edfxtp_1 (12%), sky130_fd_sc_hd__dfxtp_1 (10%)
==> layer usage <==
layer | GRT usage | wire length (um) | up-vias
met5 | 0 | 0 | -
met4 | 0.149 | 6350 | 0
met3 | 0.112 | 13200 | 301
met2 | 0.458 | 44900 | 1479
met1 | 0.455 | 41900 | 10700
li1 | - | - | 9747
==> cells in the mapped netlist, types with 11 or more instances <==
master,number
sky130_fd_sc_hd__a211oi_1,27
sky130_fd_sc_hd__a21oi_1,125
sky130_fd_sc_hd__a221oi_1,55
sky130_fd_sc_hd__a22oi_1,86
sky130_fd_sc_hd__a311oi_1,33
sky130_fd_sc_hd__a311oi_2,40
sky130_fd_sc_hd__and3_1,13
sky130_fd_sc_hd__buf_1,12
sky130_fd_sc_hd__buf_2,146
sky130_fd_sc_hd__buf_4,12
sky130_fd_sc_hd__clkbuf_1,180
sky130_fd_sc_hd__dfxtp_1,138
sky130_fd_sc_hd__edfxtp_1,104
sky130_fd_sc_hd__inv_1,14
sky130_fd_sc_hd__mux4_2,24
sky130_fd_sc_hd__nand2_1,175
sky130_fd_sc_hd__nand2b_1,32
sky130_fd_sc_hd__nand3_1,13
sky130_fd_sc_hd__nor2_1,236
sky130_fd_sc_hd__nor2b_1,11
sky130_fd_sc_hd__nor3_1,62
sky130_fd_sc_hd__o211ai_1,35
sky130_fd_sc_hd__o21ai_0,67
sky130_fd_sc_hd__o221ai_1,51
sky130_fd_sc_hd__o22ai_1,13
sky130_fd_sc_hd__xnor2_1,723
sky130_fd_sc_hd__xnor3_1,96
sky130_fd_sc_hd__xor2_1,263
sky130_fd_sc_hd__xor3_1,11
==> sequential cells by signal (all words and copies together) (netlist names) <==
signal       cells
key_state      128
state           96
byte_out         8
curr_state       8
byte_count       5
round_count      4
valid            1
==> critical path, stage by stage <==
cell	delay, ps
sky130_fd_sc_hd__clkdlybuf4s50_1	470
sky130_fd_sc_hd__nand2b_1	200
sky130_fd_sc_hd__nor2_1	250
sky130_fd_sc_hd__a32o_4	640
sky130_fd_sc_hd__buf_4	540
sky130_fd_sc_hd__buf_4	540
sky130_fd_sc_hd__nor3_1	120
sky130_fd_sc_hd__a221oi_1	280
sky130_fd_sc_hd__a21oi_1	110
==> stage by stage <==
stage	setup slack [ps]	hold WS, ps	instance area (um2)	util
after floorplan	10550	349	26700	-
after global placement	11400	463	27200	0.413
after detailed placement	11350	474	27200	0.413
after CTS	12020	493	28300	0.429
after global routing	11850	508	28300	0.429
final	11910	489	28300	0.429
==> layout make-up <==
cell class / count / area [um2] / share of cell area
clock buffers: 37 / 860 / 0.0304
clock inverters: 21 / 193 / 0.00682
multi-input cells: 2307 / 19000 / 0.673
diodes: 1 / 2.50 / 0.0000885
inverters: 14 / 55.1 / 0.00195
repair buffers: 121 / 978 / 0.0346
well taps: 864 / 1080 / 0.0382
flip-flops and latches: 250 / 6090 / 0.215
==> worst max path at each step <==
stage,start,end,depth (start not counted)
after CTS,start,state[52],9
after global routing,start,state[52],9
final,start,state[52],9
==> cell families (layout without fill, tap and decap cells) <==
logic type,after synthesis,count (layout),synth area share
XOR/XNOR,1100,1100,0.420
AND-OR/OR-AND,606,606,0.172
AND/OR/NAND/NOR,572,572,0.0945
buffers and inverters,372,193,0.0629
flip-flops,250,250,0.228
multiplexers,24,24,0.0203
adder cells (fa/ha/maj),5,5,0.00235
other,0,1,0
